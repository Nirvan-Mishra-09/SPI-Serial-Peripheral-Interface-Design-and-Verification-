`flow/design.v`:
```
 module spi_master(
input clk, newd,rst,
input [11:0] din, 
output reg sclk,cs,mosi
    );
     typedef enum bit[1:0] {idle = 2'b00, enable = 2'b01, send = 2'b10, comp = 2'b11} state_type;
    state_type state = idle;
    int countc = 0;  
    int count = 0;  
    always @(posedge clk) begin
        if (rst == 1'b1) begin
            countc <= 0;
            sclk <= 0;
        end
        else begin
          if (countc < 10) begin	 
                countc <= countc + 1;
            end
            else begin
                countc <= 0;
                sclk <= ~sclk;
            end
        end
    end
    reg [11:0] temp;
    always @(posedge sclk) begin
        if (rst == 1'b1) begin
            cs <= 1'b1;
            mosi <= 1'b0;
        end
        else begin
            case (state) 
                idle: begin
                    if(newd == 1'b1) begin
                        state <= send;
                        temp <= din;
                        cs <= 1'b0;
                    end
                    else begin
                        state <= idle;
                        temp <= 8'h00;
                    end
                end
                send: begin
                    if (count <= 11) begin
                        mosi <= temp[count];
                        count <= count + 1;
                    end
                    else begin
                        count <= 0;
                        state <= idle;
                        cs <= 1'b1;
                        mosi <= 1'b0;
                    end
                end 
                default: state <= idle;
            endcase
        end
    end
endmodule
module spi_slave(
  input sclk, cs, mosi,
  output [11:0] dout,
  output reg done);
  typedef enum bit {detect_start = 1'b0, read_data = 1'b1} state_type;
  state_type state = detect_start;
  int count = 0;
  reg [11:0] temp = 12'h000;
  always @ (posedge sclk) begin
    case (state)
      detect_start: begin
        done <= 1'b0;
        if(cs == 1'b0) 
			state <= read_data;
        else 
			state <= detect_start;
      end
      read_data: begin
        if (count <= 11) begin
          count <= count + 1;
          temp <= {mosi, temp[11:1]};
        end
        else begin
          count <= 0;
          done <= 1'b1;
          state <= detect_start;
        end
      end
    endcase
  end
  assign dout = temp;
endmodule
module top (
    input clk, rst, 
    input newd,
    input [11:0] din,
    output [11:0] dout,
    output done
);
    wire sclk, cs, mosi;
    spi_master m1 (clk, newd, rst, din, sclk, cs, mosi);
    spi_slave s1 (sclk, cs, mosi, dout, done);
endmodule
interface spi_if;
    logic clk, rst;
    logic sclk;
    logic [11:0] din;
    logic newd;
    logic cs;
    logic mosi;
    logic done;
    logic [11:0] dout;
endinterface  
```
`flow/run.sh`:
```
#!/bin/bash
# OpenROAD 26Q1-2900-gdf79404cd8, Yosys 0.63+post, stock flow scripts
make -C /OpenROAD-flow-scripts/flow DESIGN_CONFIG=/design/flow/config.mk WORK_HOME=/design/flow/orfs finish
```
`flow/config.mk`:
```
export PLATFORM = sky130hd
export DESIGN_NAME = top
export DESIGN_NICKNAME = top
export VERILOG_FILES = /design/flow/design.v
export SDC_FILE = /design/flow/constraint.sdc
export NUM_CORES = 4
export LEC_CHECK = 1
export CORE_UTILIZATION = 30
```
`flow/constraint.sdc`:
```
current_design top

set clk_period 4.9
set clk_io_pct 0.2

create_clock -name clk0 -period $clk_period [get_ports {clk}]

set non_clock_inputs [all_inputs -no_clocks]
set_input_delay [expr $clk_period * $clk_io_pct] -clock clk0 $non_clock_inputs
set_output_delay [expr $clk_period * $clk_io_pct] -clock clk0 [all_outputs]
```
==> ci_impl_report.md <==
## PnR job results

| Metric | Value |
|---|---|
| Status | `complete, no violations` |
| Power, Total | `682 uW` |
| DIE HEIGHT | `147 um` |
| Crit end category | `register` |
| RSZ-0062 raised after global routing | `false` |
| Final Hold Viols | `0` |
| Logic family by area | `simple AND/OR/NAND/NOR gates` |
| Placed insts | `860` |
| Root Driver | `clkbuf_16` |
| Fill count | `2081` |
| Core area | `0.0204 mm2` |
| Max-cap violations | `0` |
| PwrDens | `96.9 mW/mm2` |
| WL/cell | `12.7 um` |
| Largest net degree at the start of global routing | `78` |
| Logic area | `0.00273 mm2` |
| Simple share | `27.9%` |
| Synth cell types | `47` |
| Tool Warnings | `25` |
| TritonCTS buffer count | `5` |
| Hold/Removal Path Class | `register to register` |
| Fin worst setup slack | `2.78 ns` |
| Asr flop ratio synth | `0%` |
| Die Span X | `147 um` |
| Worst path bufs/invs | `0` |
| Rel. slew slack | `53.8%` |
| Synth area leader | `edfxtp_1` |
| Routability cong. | `0.781` |
| Crit path DRT | `5.06 ns` |
| CTS hold repair buffers | `0` |
| Final WL | `11000 um` |
| Wire length of the first global-routing pass | `19600 um` |
| Synthesized flop and latch total | `126` |
| Antenna cells | `0` |
| Via density per instance | `4.73` |
| Yosys aoi share | `1.29%` |
| Worst-Margin Slew | `0.692 ns` |
| Critical path type | `register to register` |
| Detail Placement HPWL | `7520 um` |
| Fraction of layout instances using a drive strength above 1 | `7.86%` |
| Fin crit share | `43.3%` |
| Cell area after synthesis | `0.00630 mm2` |
| Xor/xnor share | `12.2%` |
| Mean Syn Cell Area | `10.9 um2` |
| YS warnings | `2` |
| Top cells excl fill/tap | `nor2_1, edfxtp_1, xnor2_1` |
| Adder Area Share | `0.596%` |
| Endpoints failing setup | `0` |
| Pre-CTS WS | `2.62 ns` |
| Top cells, area | `edfxtp_1, dfxtp_1, xnor2_1` |
| Top_reg_cell synth | `edfxtp_1` |
| WP data arrival | `2.28 ns` |
| Register pins left without a clock | `93` |
| Mux share | `1.23%` |
| Max-slew violations | `0` |
| Vias in the first global route | `3955` |
| # port buffers | `27` |
| Max IR drop VDD | `191 uV` |
| EDFF count, synth | `90` |
| Post-synth seq share | `54.4%` |
| Vias | `4109` |
| # Cells Yosys | `576` |
| Yosys Chip Area | `0.00630 mm2` |
| Post-CTS Resized | `0` |
| Fp util | `30.8%` |
| GRT Util Overall | `11.1%` |
| DR iter-0 viols | `200` |
| CP Max Fanout | `11` |
| Gr ovfl total | `0` |
| Top cell area share | `42.9%` |
| H-tree Lvls | `2` |
| Setup TNS | `0 ns` |
| CP startpoint kind | `register` |
| Clock-pin slew on the worst setup and hold paths | `0.05 ns` |
| Clk latency late pin | `0.28 ns` |
| Synth-to-Final Area Change | `11.8%` |
| Initial antenna violation count | `0` |
| CTS tree | `built` |
| Crit-path max cell delay | `0.56 ns` |
| Largest delay contributor family on the critical path | `simple AND/OR/NAND/NOR gates` |
| Setup Fix Bufs, Post-CTS | `0` |
| Most frequent logic cell in the layout | `nor2_1` |
| Chip area | `0.0216 mm2` |
| Row cnt | `52` |
| Remaining DRCs | `0` |
| ANT nets after route | `0` |
| Clock Skews | `0.00394 ns` |
| Register area | `0.00342 mm2` |
| Fin cells | `868` |
| Slowest-stage cell, CP | `nor4b_1` |
| I/O pin count | `28` |
| Tmin final | `2.12 ns` |
| Crit-path cells | `and4_4, nand4_1, nor4b_1, xnor2_1, nor2_1` |
| Clock buffer depth | `2` |
| Pre-Repair DR Iteration Count | `6` |
| Gate Count Post-Synth | `576` |
| Static leakage | `0.00216 uW` |
| Endpoints left unconstrained | `196` |
| F_max | `471 MHz` |
| R2R Setup Slk | `2.78 ns` |
-- stage by stage --
step | hold slack (ns) | instance area (um2) | utilization [%]
2_1_floorplan | 0.413 | 6300 | -
3_3_place_gp | 0.422 | 6860 | 33.6
3_5_place_dp | 0.430 | 6860 | 33.6
4_1_cts | 0.438 | 7040 | 34.4
5_1_grt | 0.473 | 7040 | 34.4
6_report | 0.433 | 7040 | 34.4
-- where the power goes --
group / internal [uW] / leakage [uW] / switching, uW / total (uW)
logic: 17.1 / 0.000943 / 15.9 / 32.9
registers: 278 / 0.00114 / 2.81 / 281
clock network: 253 / 0.0000831 / 114 / 368
-- logic make-up after synthesis --
family	count (synthesis)
simple gates	311
flops	126
xor+xnor	88
buf+inv	31
compound gates	13
mux	4
fa+ha+maj	3
-- path summary, 6_finish.rpt --
path                 from       endpoint  cells past startpoint
max          m1.countc[2]  m1.countc[25]                      5
min          m1.countc[0]   m1.countc[0]                      1
max reg2reg  m1.countc[2]  m1.countc[25]                      5
min reg2reg  m1.countc[0]   m1.countc[0]                      1
-- cell usage after synthesis (13+ instances only) --
cell / instances
nor2_1: 112
and2_1: 15
xor2_1: 35
nand4_1: 21
edfxtp_1: 90
nor4_1: 29
xnor2_1: 53
nand2_1: 32
nand3_1: 33
nor3_1: 13
dfxtp_1: 36
-- cell type report --
| type | count | area share, % |
|---|---|---|
| multi-input combinational | 419 | 38.9 |
| sequential | 126 | 48.7 |
| tap | 270 | 4.80 |
| inverter | 11 | 0.587 |
| timing repair buffer | 34 | 4.59 |
| clock buffer | 6 | 1.97 |
| clock inverter | 2 | 0.533 |
-- worst register-to-register path: stages (launching register included) --
cell     delay (ns)
dfxtp_1        0.41
and4_4         0.28
nand4_1        0.55
nor4b_1        0.56
xnor2_1        0.16
nor2_1         0.05
-- state kept, by name, summed over array words and instances (netlist names) --
signal	cells
m1.mosi	1
m1.sclk	1
m1.temp	12
m1.count	32
m1.cs	1
s1.state	1
s1.temp	12
m1.state	1
s1.count	32
m1.countc	32
s1.done	1
-- metal layers --
metal | up-vias | share of wire, % | GRT usage, %
li1 | 2102 | - | -
met1 | 1962 | 53 | 18.7
met2 | 40 | 45 | 17.0
met3 | 5 | 1.5 | 0.919
met4 | 0 | 0.47 | 0.469
met5 | - | 0 | 0
Power is estimated from default activity; no workload was simulated.
